==> design.v <==
`timescale 1ns / 1ps
module reduce_prime2r(
    input               clk,rst_n,
    input [69:0]        c,
    output reg [24:0]   res 
    );
reg [69:0] r0;
always@(posedge clk or negedge rst_n)
    if(!rst_n)
        r0 <= 0;
    else
        r0 <= c[23:0] - c[69:24] + (c[69:24] << 6);
always@(posedge clk or negedge rst_n)
    if(!rst_n)
        res <= 0;
    else
        res <= r0[23:0] - r0[69:24] + (r0[69:24] << 6) - 24'd16777153;
endmodule
==> run.sh <==
#!/bin/bash
# OpenROAD 26Q1-2900-gdf79404cd8, Yosys 0.63+post, stock flow scripts
make -C /OpenROAD-flow-scripts/flow DESIGN_CONFIG=/design/flow/config.mk WORK_HOME=/design/flow/orfs finish
==> config.mk <==
export PLATFORM = sky130hd
export DESIGN_NAME = reduce_prime2r
export DESIGN_NICKNAME = reduce_prime2r
export VERILOG_FILES = /design/flow/design.v
export SDC_FILE = /design/flow/constraint.sdc
export NUM_CORES = 4
export LEC_CHECK = 1
export CORE_UTILIZATION = 40
==> constraint.sdc <==
current_design reduce_prime2r

set clk_period 6.5
set clk_io_pct 0.2

create_clock -name clk0 -period $clk_period [get_ports {clk}]

set non_clock_inputs [all_inputs -no_clocks]
set_input_delay [expr $clk_period * $clk_io_pct] -clock clk0 $non_clock_inputs
set_output_delay [expr $clk_period * $clk_io_pct] -clock clk0 [all_outputs]
==> qor.txt <==
Cycle use final: 92.46%
Post-CTS Setup Repair Bufs: 0
Synth Warn #: 1
Worst slew pin tran: 554.0 ps
Dominant logic cell type in the layout: inv_1
Initial antenna violation count: 0
Biggest area cells: dfrtp_1 (24%), ha_1 (19%), xnor2_1 (9.0%)
Pwr Density: 437.8 nW/um^2
# DRC: 0
GRT Max-Usage Layer: met1
Post-route ant nets: 0
CTS tree: yes
Largest net degree at the start of global routing: 44
DP HPWL: 14,510 um
Ant diodes: 0
Fraction of met1 tracks used by global routing: 29.86%
Final core utilization: 49.26%
Core Util at FP: 40.98%
Cells after Synth: 884
Final Instance Area: 9275 sq um
Crit end category: register
Gp weighted congestion: 0.8585
Crit start category: input port
Top cell area share: 24.00%
Logic area: 5333 sq um
Number of OpenROAD warnings: 26
Ys cells: 884
DRT Pass-1 Iters: 5
Top Layout Cells: inv_1 (120), ha_1 (118), clkdlybuf4s50_1 (95)
Worst-path clk slew: 60 ps
Ys flop type: dfrtp_1
Worst-Skew Late Latency: 330 ps
Crit path time final: 6010 ps
PortBufs: 96
Horiz. Die Dim: 140.9 um
Area of the core: 18,830 sq um
Final Hold Viols: 0
Crit Path Class: in -> reg
# IOs: 97
Async SR Flop Fraction: 100.0%
Post-synthesis average cell area: 8.729 sq um
Yosys stat chip area: 7716 sq um
Synth cell types: 53
Peak supply drop: 218.5 uV
Total Routing Usage GR: 18.72%
Cell row count: 50
Crit path max fanout: 7
Met3 Track Usage GR: 1.488%
Number of global-route vias before repair: 6,099
Drt wl/cell: 13.62 um
Status: completed
Setup Viol. Count Final: 0
CP required: 6750 ps
Vias per cell: 5.000
RSZ-0062 raised after global routing: no
GR Util met2: 28.99%
Storage cell area: 1852 sq um
H-tree levels: 3
Max Clk Rate: 0.1664 GHz
Slew Limit Fails: 0
FILL cells: 1,783
Synth Register Bits: 74
Final TNS setup: 0 ps
Worst Path Arrival: 6260 ps
HP Class: reg -> reg
Die height: 140.9 um
First-pass GRT wire length: 29,790 um
Leakage: 4.518 nW
DRT Wirelength: 16,890 um
CTS Hold Bufs: 0
CTS root buffer: clkbuf_16
Synthesized area: 7716 sq um
Share of layout cells above drive strength 1: 3.571%
Post-synthesis sequential area ratio: 24.00%
Post-synth tally of flip-flops with integrated enable: 0
CTS-repair resized insts: 0
Sink Count: 74
Slew headroom: 62.85%
CTS max path bufs: 2
Area Growth Syn to Fin: 20.20%
Detailed Route Iter0 Violations: 338
Chip area: 19,850 sq um
Post-Place Cell Area: 8956 sq um
Congestion Overflow GR: 0
Via count: 6,200
Layout Skew: 9.573 ps
Area leader, netlist: dfrtp_1
CTS Buf Count: 9
# Max-Cap Violations: 0
path summary, 6_finish.rpt:
path	slack [ps]	depth (start not counted)	from	to
worst max-delay path	490	20	c[25]	r0[44]
worst min-delay path	480	1	r0[0]	res[0]
worst max register to register	2940	13	r0[27]	res[23]
worst min register to register	480	1	r0[0]	res[0]
max in group asynchronous	4750	2	rst_n	r0[10]
min in group asynchronous	890	1	rst_n	res[20]
routing by layer:
layer	wire [um]	vias to the layer above
li1	-	3275
met4	294	0
met2	7393	120
met3	520	20
met5	0	-
met1	8684	2785
registers in the layout (all words and copies together) (netlist names):
register  flops
r0           49
res          25
critical path, stage by stage:
cell and delay [ps]:
clkdlybuf4s50_1 540, inv_1 100, ha_1 280, a21o_1 150, a21oi_1 210, o21ai_0 190
a211o_1 340, o311a_1 420, nor3_1 340, nor3_1 110, xnor2_1 140, ha_1 390
a21o_1 210, a21o_1 190, a21o_1 200, a211oi_1 280, a31oi_1 190, or2_2 350
a21oi_1 190, xnor2_1 130
through the flow:
stage	std cells	power, mW	hold slack, ps	setup WS, ps
global placement	1224	3.564	473.2	267.6
finish	1240	4.061	482.4	490.3
global route	1240	4.569	516.0	41.52
detailed placement	1224	3.551	476.8	204.5
floorplan	884	2.867	455.7	1168
CTS	1240	4.119	490.4	536.6
report_power, final:
| group | switching (mW) | internal, mW |
|---|---|---|
| clock network | 0.185 | 0.337 |
| logic | 1.44 | 1.34 |
| registers | 0.0632 | 0.691 |
| total | 1.69 | 2.37 |
final cells by class:
class	instances	share of cell area [%]
Timing Repair Buffer	101	10.74
Multi-Input combinational cell	669	57.49
Tap cell	260	3.507
Clock buffer	10	2.469
Sequential cell	74	19.96
Inverter	120	4.856
Clock inverter	6	0.9713
synth_stat cells (all sizes together) (3+ instances only):
library cell  number
nor2b             11
nand4             15
a211oi             6
and3               5
o31ai              6
o211a              3
a41oi              3
and4               3
o22ai              5
or3                9
nor4               5
a21oi             80
nand3             17
and2               3
a211o              4
fa                21
xnor2             79
buf                3
o211ai             4
nor2              37
o21bai             9
inv              120
ha               118
o21a               7
a21o              59
xor2              24
or4                3
a31oi             12
nor3              22
nand2             33
dfrtp             74
nand2b             5
clkbuf            18
o21ai             38
or2                6
cell families (layout without fill, tap and decap cells):
family | count (synthesis) | after routing | share of synthesized area, %
compound gates | 252 | 252 | 21.02
simple gates | 174 | 174 | 11.69
buf+inv | 141 | 237 | 6.891
flops | 74 | 74 | 24.00
xor+xnor | 103 | 103 | 11.69
mux | 1 | 1 | 0.1297
fa+ha+maj | 139 | 139 | 24.58
Power is estimated from default activity; no workload was simulated.
