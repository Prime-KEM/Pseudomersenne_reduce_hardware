===== flow/constraint.sdc =====
current_design reduce_prime2

set clk_period 1.0
set clk_io_pct 0.2

create_clock -name clk0 -period $clk_period [get_ports {clk}]

set non_clock_inputs [all_inputs -no_clocks]
set_input_delay [expr $clk_period * $clk_io_pct] -clock clk0 $non_clock_inputs
set_output_delay [expr $clk_period * $clk_io_pct] -clock clk0 [all_outputs]

===== flow/design.v =====
`timescale 1ns / 1ps
module reduce_prime2(
    input               clk,rst_n,
    input [37:0]        c,
    output reg [25:0]   res 
    );
always@(posedge clk or negedge rst_n)
    if(!rst_n)
        res <= 0;
    else
        res <= c[11:0] - c[37:12] + (c[37:12] << 12) - 25'd33550337;
endmodule

===== flow/run.sh =====
#!/bin/bash
# OpenROAD 26Q1-2900-gdf79404cd8, Yosys 0.63+post, stock flow scripts
make -C /OpenROAD-flow-scripts/flow DESIGN_CONFIG=/design/flow/config.mk WORK_HOME=/design/flow/orfs finish

===== flow/config.mk =====
export PLATFORM = sky130hd
export DESIGN_NAME = reduce_prime2
export DESIGN_NICKNAME = reduce_prime2
export VERILOG_FILES = /design/flow/design.v
export SDC_FILE = /design/flow/constraint.sdc
export NUM_CORES = 4
export LEC_CHECK = 1
export CORE_UTILIZATION = 40

==> out/results.tsv <==
metric	value	unit
Worst Slack Setup Final	-1.288	ns
status	finished with violations	
HP Start	c[0]	
Final setup viols	25	
CP max FO	4	
CP most frequent cell	ha_4	
fp util	42.74	%
clk slew on worst S/H paths	0.09	ns
ANT nets after route	0	
final hold slack	0.1902	ns
max reg flops	26	
synthesized flop and latch total	26	
Worst Tran Pin Value	0.2938	ns
yosys stat cell total	239	
unrepaired setup endpoints after global routing	true	
Synth Cell Area	0.002238	mm^2
clk buf depth	2	
worst-path cell chain	buf_12 -> inv_12 -> ha_4 -> ha_4 -> fa_2 -> a21oi_2 -> nor2b_2 -> a311o_1 -> a31o_4 -> a21o_1 -> a31oi_1 -> xnor2_1	
kind of cell adding the most delay to the critical path	AND-OR/OR-AND gates	
CTS H-tree depth	1	
first-pass iteration count of the detailed router	4	
die width	76.81	um
Fillers	298	
largest reg by FF count	res	
Chip Area, Yosys	0.002238	mm^2
Num CTS Buffers	3	
vias in the first global route	2447	
violated checks	setup timing	
Logic area	0.002049	mm^2
Hold Crit Class	input pin to register	
FFs w/ async S/R, synth	100.0	%
Worst Path Arrival	2.49	ns
Gate Count Post-Synth	239	
Yosys Warn Count	1	
post-DP HPWL	4.837	mm
Pwr Total	5.148	mW
antenna violations before repair	0	
Yosys cell types	36	
Worst EP required	1.20	ns
Top Registers	res x26	
Post-synth EDFFs	0	
GP Congestion	0.8859	
Worst slew margin	80.33	%
ANT cells	0	
Sequential Area	650.6	um^2
LEAKAGE	2.104	nW
post-layout period usage	228.8	%
Slew Limit Fails	0	
total gr overflow	0	
first-pass GRT wire length	11.01	mm
CP max stage cell	fa_2	
number of remaining DRC errors	0	
cell taking the most area after synthesis	dfrtp_1	
Peak VDD IR	0.0009824	V
Critical Path Max Stage Delay	0.41	ns
tool warnings	29	
row count	26	
CTS root buffer	clkbuf_8	
Top cells by area	dfrtp_1 29%, ha_1 27%, a21oi_1 5.1%, xnor2_1 5.1%, inv_1 5.0%	
Max Freq	0.4371	GHz
Critical Path End Type	register	
MaxCap Viol Count	0	
clk sinks	26	
via count	2350	
area growth from synthesis to layout	91.73	%
Final Hold Vio Count	0	
GRT Total Usage	23.94	%
layout cells sized above 1	57.49	%
chip area	0.005899	mm^2
Total Routed Length	6.965	mm
initial DRC count	64	
CTS tree	done	
Die H	76.81	um
CP Buf/Inv Count	2	
Hold-fix buffers, CTS	0	
Power Density	1200	mW/mm^2
Synth Flop Type	dfrtp_1	
port bufs	65	
Area leader share	29.07	%
Worst Hold Path EP	res[0]$_DFF_PN0_	
Mapped Avg Cell Area	9.366	um^2
core region area	0.005238	mm^2
critical path startpoint category	input pin	
Via density	4.927	
hold depth	2	
drt wl/cell	14.60	um
largest net degree at the start of global routing	27	
min Tclk post-route	2.288	ns
Synth Seq Share	29.07	%
# IOs	66	
Setup CP Type	input pin to register	
-- final cells by class --
cell class	count	area share (%)
Timing Repair Buffer	169	30.47
Sequential cell	26	15.16
Clock inverter	1	0.6997
Clock buffer	3	0.9621
Inverter	30	2.915
Multi-Input combinational cell	178	47.76
Tap cell	70	2.041
-- routing by layer --
metal | GRT usage (%) | share of wire, % | vias up
li1 | - | - | 1179
met1 | 33.77 | 47 | 1104
met2 | 40.89 | 47 | 61
met3 | 3.748 | 5.2 | 6
met4 | 1.731 | 0.75 | 0
met5 | 0 | 0 | -
-- metrics by stage --
step	setup WS, ns	setup TNS, ns	instance area (um^2)	cells	utilization (%)
5_1_grt	-1.357	-24.09	4292	477	81.94
3_5_place_dp	-2.037	-40.26	3894	454	74.34
4_1_cts	-1.264	-23.09	4230	472	80.77
2_1_floorplan	-1.338	-20.05	2529	239	-
3_3_place_gp	-2.018	-39.83	3894	454	74.34
6_report	-1.288	-22.73	4292	477	81.94
-- cell usage after synthesis (4+ instances only) --
cell / count
inv_1: 30
o21ai_0: 5
ha_1: 49
clkbuf_1: 5
a21o_1: 11
xnor2_1: 13
dfrtp_1: 26
nand4_1: 5
a21oi_1: 23
nor2_1: 10
xor2_1: 11
nand3_1: 4
nand2_1: 12
-- cell families after synthesis --
logic type / after synthesis / synth area share (%)
adders and majority gates: 50 / 28.28
xor gates and xnor gates: 24 / 9.391
DFF: 26 / 29.07
AOI/OAI and AO/OA: 64 / 19.06
buffers and inverters: 35 / 5.869
and+or+nand+nor: 40 / 8.329
-- cells in the final DEF, fill, tap and decap left out, types with 3 or more instances in the layout --
| master | instances |
|---|---|
| o21a_1 | 3 |
| nor2_1 | 9 |
| a21o_1 | 11 |
| clkdlybuf4s50_1 | 13 |
| inv_2 | 14 |
| xnor2_1 | 9 |
| nand2_1 | 10 |
| xor2_1 | 10 |
| dlygate4sd2_1 | 6 |
| xnor2_2 | 4 |
| o21ai_2 | 4 |
| buf_6 | 12 |
| nor3_1 | 3 |
| a21oi_2 | 10 |
| o21ai_1 | 3 |
| a21oi_1 | 13 |
| clkdlybuf4s15_1 | 3 |
| buf_2 | 26 |
| ha_4 | 31 |
| ha_1 | 17 |
| inv_1 | 15 |
| clkbuf_8 | 3 |
| buf_4 | 93 |
| clkbuf_2 | 11 |
| dfrtp_1 | 26 |
| nand4_1 | 5 |
-- how the worst max path moves through the flow --
stage,from,endpoint,slack [ns],cells after the start
final,c[13],res[19]$_DFF_PN0_,-1.29,12
after global routing,c[17],res[19]$_DFF_PN0_,-1.36,11
after CTS,c[13],res[19]$_DFF_PN0_,-1.26,13
-- power breakdown --
group / switching, mW / leakage, nW / total (mW) / internal, mW
combinational: 1.16 / 1.77 / 2.84 / 1.68
clock: 0.367 / 0.0357 / 0.903 / 0.536
sequential: 0.0708 / 0.303 / 1.40 / 1.33
total: 1.60 / 2.10 / 5.15 / 3.55
-- what timing repair did --
item / CTS / global route
pin swaps: 43 / 41
gates resized: 172 / 49
buffers inserted: 15 / 9
setup endpoints to repair: 51 / 28
Power is estimated from default activity; no workload was simulated.
