==> design/flow/design.v <==
`timescale 1ns / 1ps
module reduce_prime22r(
    input               clk,rst_n,
    input [50:0]        c,
    output reg [25:0]   res 
    );
reg [50:0] r0;
always@(posedge clk or negedge rst_n)
    if(!rst_n)
        r0 <= 0;
    else
        r0 <= c[11:0] - c[50:12] + (c[50:12] << 12);
always@(posedge clk or negedge rst_n)
    if(!rst_n)
        res <= 0;
    else
        res <= r0[11:0] - r0[50:12] + (r0[50:12] << 12) - 25'd33550337;
endmodule
==> design/flow/run.sh <==
#!/bin/bash
# OpenROAD 26Q1-2900-gdf79404cd8, Yosys 0.63+post, stock flow scripts
make -C /OpenROAD-flow-scripts/flow DESIGN_CONFIG=/design/flow/config.mk WORK_HOME=/design/flow/orfs finish
==> design/flow/config.mk <==
export PLATFORM = sky130hd
export DESIGN_NAME = reduce_prime22r
export DESIGN_NICKNAME = reduce_prime22r
export VERILOG_FILES = /design/flow/design.v
export SDC_FILE = /design/flow/constraint.sdc
export NUM_CORES = 4
export LEC_CHECK = 1
export CORE_UTILIZATION = 40
==> design/flow/constraint.sdc <==
current_design reduce_prime22r

set clk_period 5.9
set clk_io_pct 0.2

create_clock -name clk0 -period $clk_period [get_ports {clk}]

set non_clock_inputs [all_inputs -no_clocks]
set_input_delay [expr $clk_period * $clk_io_pct] -clock clk0 $non_clock_inputs
set_output_delay [expr $clk_period * $clk_io_pct] -clock clk0 [all_outputs]
==> CHANGELOG.md <==
## Implementation

- Max Cap Viol: 0
- Cell count after synthesis: 570
- Max-area cell share: 30.9%
- Area delta synth->final: 24.6%
- Top layer in use: met4
- Post-synth mux share: 0.193%
- Post-synth top flop: dfrtp_1
- Reg clk slew, reported paths: 50 ps
- DRT iter0 DRCs: 180
- Simple-gate share of the synthesized area: 11.6%
- N_diodes: 0
- CP arrival: 4310 ps
- Post-synth top cells: 86 x ha_1, 76 x inv_1, 64 x dfrtp_1
- Main logic family: adder cells
- Final Hold Viols: 0
- Worst skew pair latency: 330 ps
- Die X: 116 um
- Met2 Routed Length: 4740 um
- Count of library flops with an enable pin: 0
- Crit-path max FO: 3
- Longest Clk Path Bufs: 2
- DR vias/cell: 4.92
- Sum Neg Setup Slack: 0 ps
- Final setup viols: 0
- DRC: 0
- Pre-CTS WS: 1460 ps
- Antenna viol nets, final: 0
- Yosys cell count: 570
- I/O Buffers: 77
- Aoi share: 20.0%
- First-pass GRT wire length: 17600 um
- Synthesis area per yosys: 5170 um2
- RePlAce Congestion: 0.920
- Async SR Flop Fraction: 100%
- Post-CTS sizing: 0
- Mapped Area: 5170 um2
- DR vias: 4099
- Top area cell types: dfrtp_1 31%, ha_1 21%, xnor2_1 6.8%
- Log Warnings: 26
- Iteration count of the initial detailed-routing pass: 4
- Floorplan utilization: 41.0%
- CTS Buf Count: 9
- H-tree depth: 3
- Layout cells sized above 1: 4.69%
- Setup WS post-layout: 1790 ps
- Synth cell types: 48
- Dpl hpwl: 8840 um
- Routed len/inst: 12.7 um
- CTS tree: built
- Achievable Freq: 244 MHz
- Pin count of the biggest net entering global routing: 65
- Slew Viols, Final: 0
- Grt ovf: 0
- CP Launch Type: input pin
- GRT Total Usage: 16.9%
- Row cnt: 41
- Clock sink count: 64
- Yosys adder share: 21.6%
- Metal3 WL: 366 um
- Post-CTS Setup Inserts: 0
- Cycle use final: 69.6%
- Drt total wl: 10600 um
- Chip area: 13400 um2
- Period minus WS final: 4110 ps
- Initial antenna violation count: 0
- Die Y-Extent: 116 um
- LEAKAGE: 3.16 nW
- Setup CP Type: input pin to flip-flop
- CTS Root Cell: clkbuf_16
- Yosys xor share: 9.99%
- Status: finished, final reports clean
- Syn_area_per_cell: 9.08 um2
- Yosys warning count: 1
- Least-Margin Pin Slew: 736 ps
- Pwr dens: 371 nW/um2
- Length of routed wiring on met1: 5330 um
- Worst hold path class: flip-flop to flip-flop
- Post-CTS Hold Buffers: 0
- Vias in the first global route: 3875
- Post-synth top area cell: dfrtp_1
- #FFs+latches synth: 64
- Worst vdd ir: 0.182 mV
- Unrepaired setup endpoints after global routing: no
- Core footprint: 12600 um2
- Max-Slew Margin vs Limit: 50.9%
- Skew final: 7.26 ps
- IO Count: 79
- Count leader, synth: ha_1
- WP data required: 6100 ps
- Crit. End Element: flip-flop
- Post-synth seq share: 30.9%
-- power by group --
group | switching [mW] | internal, mW
Sequential | 0.0530 | 0.598
Combinational | 0.592 | 0.640
Clock | 0.187 | 0.326
-- routing by layer --
metal / track usage (%) / vias up
met5: 0 / -
met4: 2.22 / 0
met3: 1.60 / 12
met2: 27.7 / 89
met1: 25.6 / 1827
li1: - / 2171
-- state kept, by name, indices dropped and copies added, names as in the netlist --
name and cells:
res 26, r0 38
-- layout by cell type, fill, tap and decap left out, types with 7 or more instances in the layout --
master	Yosys	layout
clkdlybuf4s50_1	0	76
xnor2_1	40	40
o21bai_1	8	8
a31oi_1	9	9
nor2_1	29	29
nand3_1	12	12
a21o_1	25	25
clkbuf_16	0	9
dfrtp_1	64	64
ha_1	86	86
nand2b_1	7	7
nor2b_1	12	12
o21ai_0	25	25
inv_1	76	76
xor2_1	19	19
nand2_1	34	34
a21oi_1	44	44
-- area by class of cell --
type / instances / area [um2]
Fill cell: 1182 / 6170
Multi-Input combinational cell: 427 / 3280
Sequential cell: 64 / 1600
Timing Repair Buffer: 78 / 773
Inverter: 76 / 285
Clock buffer: 9 / 225
Tap cell: 172 / 215
Clock inverter: 7 / 72.6
-- per-stage QoR --
step           cells  power, mW  instance area [um2]  hold slack, ps  util [%]
6_report         833       2.39                 6450             485      51.1
5_1_grt          833       2.61                 6450             496      51.1
4_1_cts          833       2.42                 6450             490      51.1
3_5_place_dp     817       1.88                 6150             478      48.8
3_3_place_gp     817       1.88                 6150             466      48.8
2_1_floorplan    570       1.47                 5170             456         -
-- cell families (layout without fill, tap and decap cells) --
group / count (synthesis) / count (layout)
AND-OR/OR-AND: 156 / 156
XOR/XNOR: 59 / 59
adder cells (fa/ha/maj): 88 / 88
buffers and inverters: 79 / 170
flip-flops: 64 / 64
multiplexers: 1 / 1
AND/OR/NAND/NOR: 123 / 123
-- final timing paths --
check | cells after the start | from | slack, ps | to
worst max-delay path | 13 | c[12] | 1790 | r0[30]$_DFF_PN0_
worst min-delay path | 1 | r0[0]$_DFF_PN0_ | 490 | res[0]$_DFF_PN0_
worst max register to register | 13 | r0[13]$_DFF_PN0_ | 2820 | res[23]$_DFF_PN0_
worst min register to register | 1 | r0[0]$_DFF_PN0_ | 490 | res[0]$_DFF_PN0_
max in group asynchronous | 2 | rst_n | 4420 | res[19]$_DFF_PN0_
min in group asynchronous | 2 | rst_n | 1000 | res[1]$_DFF_PN0_
-- worst max-delay path, stage by stage --
cell	delay (ps)
clkdlybuf4s50_1	500
ha_1	180
inv_1	50
fa_1	420
a211oi_1	330
o21ai_0	150
o211ai_1	150
a211oi_2	130
a211oi_2	390
a21oi_2	120
a31oi_1	360
o211ai_1	170
xor2_1	170
Power and IR drop assume default switching activity.
